### /design/flow/config.mk
export PLATFORM = sky130hd
export DESIGN_NAME = rectangle_cipher_top
export DESIGN_NICKNAME = rectangle_cipher_top
export VERILOG_FILES = /design/flow/design.v
export SDC_FILE = /design/flow/constraint.sdc
export NUM_CORES = 4
export LEC_CHECK = 1
export CORE_AREA = 10 10 134 134
export DIE_AREA = 0 0 144 144
### /design/flow/design.v
`timescale 1ns / 1ps
module add_round_key (
    input wire clk,                
    input wire rst,                
    input wire [63:0] state,       
    input wire [63:0] round_key,   
    output reg [63:0] new_state    
);
    always @(*) begin
        if (rst) 
            new_state <= 64'b0;   
        else 
            new_state <= state ^ round_key;   
    end
endmodule
`timescale 1ns / 1ps
module rectangle_cipher_top (
    input wire clk,                
    input wire rst,                
    input wire [63:0] plaintext,   
    input wire [63:0] round_key,   
    output wire [63:0] state_out   
);
    wire [63:0] after_add_round_key;   
    add_round_key u1 (
        .clk(clk),
        .rst(rst),
        .state(plaintext),
        .round_key(round_key),
        .new_state(after_add_round_key)
    );
    sub_column u2 (
        .clk(clk),
        .rst(rst),
        .state(after_add_round_key),
        .new_state(state_out)
    );
endmodule
`timescale 1ns / 1ps
module sub_column (
    input wire clk,                
    input wire rst,                
    input wire [63:0] state,       
    output reg [63:0] new_state    
);
    function [3:0] sbox;
        input [3:0] in;
        begin
            case (in)
                4'h0: sbox = 4'h6;  4'h1: sbox = 4'h5;  4'h2: sbox = 4'hC;  4'h3: sbox = 4'hA;
                4'h4: sbox = 4'h1;  4'h5: sbox = 4'hE;  4'h6: sbox = 4'h7;  4'h7: sbox = 4'h9;
                4'h8: sbox = 4'hB;  4'h9: sbox = 4'h0;  4'hA: sbox = 4'h3;  4'hB: sbox = 4'hD;
                4'hC: sbox = 4'h8;  4'hD: sbox = 4'hF;  4'hE: sbox = 4'h4;  4'hF: sbox = 4'h2;
            endcase
        end
    endfunction
    integer i;
    always @(*) begin
        if (rst)
            new_state <= 64'b0;   
        else begin
            for (i = 0; i < 16; i = i + 1) begin
                new_state[(i * 4) +: 4] <= sbox(state[(i * 4) +: 4]);  
            end
        end
    end
endmodule
### /design/flow/run.sh
#!/bin/bash
# OpenROAD 26Q1-2900-gdf79404cd8, Yosys 0.63+post, stock flow scripts
make -C /OpenROAD-flow-scripts/flow DESIGN_CONFIG=/design/flow/config.mk WORK_HOME=/design/flow/orfs finish
### /design/flow/constraint.sdc
current_design rectangle_cipher_top

set clk_period 2.7
set clk_io_pct 0.2

create_clock -name clk0 -period $clk_period

set non_clock_inputs [all_inputs -no_clocks]
set_input_delay [expr $clk_period * $clk_io_pct] -clock clk0 $non_clock_inputs
set_output_delay [expr $clk_period * $clk_io_pct] -clock clk0 [all_outputs]
==> results.toml <==
# physical design summary
[final_timing]
hold-worst-slack_ps = 1540
max_slew_margin_pct = 74.7
slew_viol_final = 0
rsz0062_at_grt = "yes"
worstMarginPinSlew_ps = 378
hold_violations = 0
final.min_clock_period_ps = 2660
fin_crit_sh_pct = 98.5
setup_viol_count_final = 0
max_freq_ghz = 0.376

[floorplanning]
io_pins = 194
dieWidth_um = 144
fp_util_pct = 25.9
rows = 45
die_area_um2 = 20700
die.size.y_um = 144
core_area_um2 = 15100

[hold_path]
whs_path_depth = 3
worstHoldEndpoint = "state_out[23]"
hp-start = "rst"
hold_path_class = "input pin to primary output"

[synthesis]
post_synth.cell_area_avg_um2 = 7.82
simple_gate_share_pct = 17.4
ys_sh_mux_pct = 9.71
ys_top_logic_family = "adder cells"
aoi_share_pct = 15.8
xor_area_share_pct = 24.0
ys_seq_share_pct = 0
synth.distinct_cells = 43
syn_inst = 501
ys_sh_adder_pct = 27.5
ys_area_um2 = 3920
ys_warn_count = 2
netlist_area_um2 = 3920
ys_cells = 501

[placement]
dp.cells = 984
io_buffer_count = 193
hpwl_mm = 10.5
gp_congestion = 0.853
placed_area_um2 = 6870

[routing]
num_vias = 4684
drc = 0
post_drt_wl_per_cell_um = 13.0
antennaDiodeCount = 0
dr.first_iter.drc_count = 106
first_pass_iters = 4
final_antenna_net_count = 0
routed_wl_mm = 13.7
viasPerCell = 4.44

[worst_setup_path]
crit_chain = "dlygate4sd2_1, xnor2_2, nor2_2, buf_6, inv_1, ha_1, or3_1, a21oi_2, a311oi_2, buf_2"
cp_slowest_cell = "or3_1"
worst_setup_path_start_kind = "input pin"
end_kind = "primary output"
critPathMaxFanout = 4
slowest_delay_ps = 360
required_ps = 2160
arrival_ps = 2120
path_class = "input pin to primary output"

[global_route]
grt_start_max_net_pins = 25
grt_pass1_vias = 4739
grt_pass1_wl_mm = 21.9
antenna_found_initial = 0
grt.overflow.total = 0
grt_usage_pct = 12.3

[final_layout]
flop_area_um2 = 0
syn2layout_area_growth_pct = 111
instances_no_fill = 1055
drive_above_1_share_pct = 45.1
final_area_um2 = 8250
ff_count = 0
clkbuf_count = 0

[clock_tree]
hold_buffers = 0

[run]
cap_violations = 0
tool_warnings = 104

[status]
status = "finished, final reports clean"

[pwr]
leakage_nw = 4.04
p_per_area_nw_per_um2 = 215
peakVddDrop_mv = 0.117
[routing by layer]
metal,share of wire (%),global-route usage [%],vias to the layer above
li1,-,-,2414
met1,46,16.5,2154
met2,47,20.7,112
met3,6.9,2.86,4
met4,0.15,0.269,0
met5,0,0,-
[logic make-up (layout without fill, tap and decap cells)]
kind of cell / Yosys count / count (layout)
AOI/OAI and AO/OA: 85 / 85
xor gates and xnor gates: 92 / 92
adders and majority gates: 86 / 86
buffers and inverters: 52 / 418
muxes: 37 / 37
and+or+nand+nor: 149 / 149
[cell type report]
type,instances,area (µm²)
multi-input combinational,449,4700
timing repair buffer,379,3170
tap,188,235
inverter,39,146
fill,1228,6900
[stage by stage]
step,utilization (%),total power [mW],setup slack [ps],TNS (ps)
detailed placement,45.4,1.49,-609,-26240
floorplan,-,0.673,73.5,0
global route,54.5,1.94,-40.0,-212
CTS,52.1,1.67,0.143,0
finish,54.5,1.77,41.1,0
global placement,45.4,1.47,-599,-25430
[synthesized netlist by cell type (all sizes together)]
cell type	n	area share, %
ha	86	27
nor2	80	8.2
xnor2	66	16
inv	39	3.7
mux2i	29	7.4
a211oi	26	5.0
nand2	26	2.5
xor2	26	8.3
a21oi	15	1.9
buf	12	1.8
or2	12	1.9
nor2b	11	1.8
nor3	10	1.3
mux2	8	2.3
o211ai	8	1.5
o21ai	8	1.0
o311ai	6	1.3
a311oi	5	1.1
nand2b	4	0.64
a211o	3	0.67
a221oi	3	0.99
nand4b	3	0.67
a22o	2	0.45
o21a	2	0.38
o21bai	2	0.38
or3	2	0.32
a21o	1	0.19
a221o	1	0.26
and2	1	0.16
clkbuf	1	0.096
o22ai	1	0.16
o2bb2ai	1	0.22
o31ai	1	0.19
[layout by cell type, fill, tap and decap left out, types with 18 or more instances in the layout]
cell and count:
nand2_1 25, xnor2_2 45, xnor2_1 19, nor2_2 20, nor2_1 48, dlygate4sd2_1 100, ha_1 65, buf_4 175
mux2i_1 28, clkdlybuf4s50_1 47, a211oi_1 18, inv_1 29
[power breakdown]
part | switching (mW) | internal, mW | leakage [nW]
Clock | 0 | 0 | 0
Sequential | 0 | 0 | 0
Combinational | 0.747 | 1.02 | 4.04
[worst max-delay path, delay by kind of cell]
kind / cells / cell delay [ps]
xor gates and xnor gates: 1 / 160
AOI/OAI and AO/OA: 2 / 200
and+or+nand+nor: 2 / 500
adders and majority gates: 1 / 160
buffers and inverters: 4 / 550
[worst max path at each step]
stage	to	depth (start not counted)	slack (ps)	from
CTS	state_out[17]	10	0.1	plaintext[17]
global route	state_out[22]	10	-40	plaintext[20]
finish	state_out[17]	10	40	plaintext[17]
[what timing repair did]
item	in CTS	in global routing
setup endpoints to repair	64	45
pin swaps	126	76
gates resized	325	84
setup buffers	50	21
Power and IR drop assume default switching activity.
